--- ./design.v ---
package lc3b_types;
typedef logic [127:0] lc3b_data;
typedef logic [11:0] lc3b_evict_tag;
typedef logic [11:0] lc3b_btb_tag;
typedef logic [8:0] lc3b_tag;
typedef logic [7:0] lc3b_l2_tag;
typedef logic [15:0] lc3b_word;
typedef logic [7:0] lc3b_byte;
typedef logic [3:0] lc3b_global_bht_pattern_index;
typedef logic [5:0] lc3b_local_bht_pattern_index;
typedef logic [3:0] lc3b_l2_index;
typedef logic [2:0] lc3b_index;
typedef logic [2:0] lc3b_offset;
typedef logic [10:0] lc3b_offset11;
typedef logic [8:0] lc3b_offset9;
typedef logic [7:0] lc3b_offset8;
typedef logic [5:0] lc3b_offset6;
typedef logic [4:0] lc3b_offset5;
typedef logic [3:0] lc3b_offset4;
typedef logic [2:0] lc3b_reg;
typedef logic [2:0] lc3b_nzp;
typedef logic [1:0] lc3b_mem_wmask;
typedef enum bit [3:0] {
    op_add  = 4'b0001,
    op_and  = 4'b0101,
    op_br   = 4'b0000,
    op_jmp  = 4'b1100,    
    op_jsr  = 4'b0100,    
    op_ldb  = 4'b0010,
    op_ldi  = 4'b1010,
    op_ldr  = 4'b0110,
    op_lea  = 4'b1110,
    op_not  = 4'b1001,
    op_rti  = 4'b1000,
    op_shf  = 4'b1101,
    op_stb  = 4'b0011,
    op_sti  = 4'b1011,
    op_str  = 4'b0111,
    op_trap = 4'b1111
} lc3b_opcode;
typedef enum bit [3:0] {
    alu_add,
    alu_and,
    alu_not,
    alu_pass,
    alu_sll,
    alu_srl,
    alu_sra
} lc3b_aluop;
typedef struct packed {
	lc3b_opcode opcode;
	logic load_regfile;
	logic [1:0] sr2mux_sel;
	lc3b_reg dest_register;
	logic load_hazard;
	logic sr2mux2_sel;
	logic bradd2mux_sel;
	lc3b_aluop aluop;
	logic alumux_sel;
	logic alu_forward;
	logic [1:0] newpcmux_sel;
    logic [2:0] regfilemux_sel;
    logic load_cc;
} lc3b_control_word;
endpackage : lc3b_types
interface wishbone (input wire CLK);
  logic [127:0] DAT_M, DAT_S;
  logic ACK, CYC, STB, RTY, WE;
  logic [11:0] ADR;
  logic [15:0] SEL;
  modport master (
  input DAT_S, CLK, ACK, RTY,
  output DAT_M, CYC, STB, WE, SEL, ADR
  );
  modport slave (
  input DAT_M, CLK, CYC, STB, WE, SEL, ADR,
  output DAT_S, ACK, RTY
  );
endinterface
module eviction_wb_control
(
	input clk,
	output logic valid0_write,
	output logic valid1_write,
	output logic valid2_write,
	output logic valid3_write,
	output logic valid_in,
	output logic dirty0_write,
	output logic dirty1_write,
	output logic dirty2_write,
	output logic dirty3_write,
	output logic dirty_in,
	output logic tag0_write,
	output logic tag1_write,
	output logic tag2_write,
	output logic tag3_write,
	output logic data0_write,
	output logic data1_write,
	output logic data2_write,
	output logic data3_write,
	output logic lru_write,
	output logic [2:0] lru_in,
	output logic pmem_addr_sig,
	output logic out_data_sel,
	input [2:0] lru_out,
	input [1:0] cline_and,
	input [1:0] line,
	input [1:0] ow_line,
	input hit,
	input valid0_out,
	input valid1_out,
	input valid2_out,
	input valid3_out,
	input dirty0_out,
	input dirty1_out,
	input dirty2_out,
	input dirty3_out,
	input cpu_action_stb,
	input cpu_action_cyc,
	input cpu_write,
	output logic cpu_resp,
	output logic cpu_retry,
	output logic mem_action_stb,
	output logic mem_action_cyc,
	output logic mem_write,
	input mem_resp,
	input mem_retry
);
logic resp;
logic valid;
logic dirty;
assign cpu_resp = resp;
assign valid = valid0_out & valid1_out & valid2_out & valid3_out;
assign dirty = dirty0_out & dirty1_out & dirty2_out & dirty3_out;
enum int unsigned {
	 idle,
	 write_back,
	 read_mem
} state, next_state;
always_comb
begin : state_actions
	 valid0_write = 1'b0;
	 valid1_write = 1'b0;
	 valid2_write = 1'b0;
	 valid3_write = 1'b0;
	 valid_in = 1'b0;
	 dirty0_write = 1'b0;
	 dirty1_write = 1'b0;
	 dirty2_write = 1'b0;
	 dirty3_write = 1'b0;
	 dirty_in = 1'b0;
	 tag0_write = 1'b0;
	 tag1_write = 1'b0;
	 tag2_write = 1'b0;
	 tag3_write = 1'b0;
	 data0_write = 1'b0;
	 data1_write = 1'b0;
	 data2_write = 1'b0;
	 data3_write = 1'b0;
	 lru_write = 1'b0;
	 lru_in = 3'b000;
	 pmem_addr_sig = 1'b0;
	 resp = 1'b0;
	 mem_action_stb = 1'b0;
	 mem_action_cyc = 1'b0;
	 mem_write = 1'b0;
	 out_data_sel = 1'b0;
	 cpu_retry = 1'b0;
	 case(state)
		idle: begin
			if (hit && cpu_action_cyc)
			begin
				if (!cpu_write)
				begin
					lru_in = lru_out;
					if (cline_and == 2'b00) begin
						cpu_retry = dirty0_out;
						lru_in[0] = 0;
						lru_in[1] = 0;
					end
					else if (cline_and == 2'b01) begin
						cpu_retry = dirty1_out;
						lru_in[0] = 0;
						lru_in[1] = 1;
					end
					else if (cline_and == 2'b10) begin
						cpu_retry = dirty2_out;
						lru_in[0] = 1;
						lru_in[2] = 0;
					end
					else if (cline_and == 2'b11) begin
						cpu_retry = dirty3_out;
						lru_in[0] = 1;
						lru_in[2] = 1;
					end
					lru_write = 1;
					resp = 1;
				end
				if (cpu_write)
				begin
					lru_in = lru_out;
					dirty_in = cpu_action_stb;
					if (cline_and == 2'b00) begin
						data0_write = 1;
						dirty0_write = 1;
						lru_in[0] = 0;
						lru_in[1] = 0;
					end
					else if (cline_and == 2'b01) begin
						data1_write = 1;
						dirty1_write = 1;
						lru_in[0] = 0;
						lru_in[1] = 1;
					end
					else if (cline_and == 2'b10) begin
						data2_write = 1;
						dirty2_write = 1;
						lru_in[0] = 1;
						lru_in[2] = 0;
					end
					else if (cline_and == 2'b11) begin
						data3_write = 1;
						dirty3_write = 1;
						lru_in[0] = 1;
						lru_in[2] = 1;
					end
					lru_write = 1;
					resp = 1;
				end
			end
			if (!hit && cpu_action_cyc && cpu_write && (!valid || !dirty))
			begin
				lru_in = lru_out;
				valid_in = 1;
				dirty_in = cpu_action_stb;
				if (valid0_out == 0) begin
					tag0_write = 1;
					dirty0_write = 1;
					valid0_write = 1;
					data0_write = 1;
					lru_in[0] = 0;
					lru_in[1] = 0;
				end
				else if (valid1_out == 0) begin
					tag1_write = 1;
					dirty1_write = 1;
					valid1_write = 1;
					data1_write = 1;
					lru_in[0] = 0;
					lru_in[1] = 1;
				end
				else if (valid2_out == 0) begin
					tag2_write = 1;
					dirty2_write = 1;
					valid2_write = 1;
					data2_write = 1;
					lru_in[0] = 1;
					lru_in[2] = 0;
				end
				else if (valid3_out == 0) begin
					tag3_write = 1;
					dirty3_write = 1;
					valid3_write = 1;
					data3_write = 1;
					lru_in[0] = 1;
					lru_in[2] = 1;
				end
				else if (ow_line == 2'b00) begin
					tag0_write = 1;
					dirty0_write = 1;
					valid0_write = 1;
					data0_write = 1;
					lru_in[0] = 0;
					lru_in[1] = 0;
				end
				else if (ow_line == 2'b01) begin
					tag1_write = 1;
					dirty1_write = 1;
					valid1_write = 1;
					data1_write = 1;
					lru_in[0] = 0;
					lru_in[1] = 1;
				end
				else if (ow_line == 2'b10) begin
					tag2_write = 1;
					dirty2_write = 1;
					valid2_write = 1;
					data2_write = 1;
					lru_in[0] = 1;
					lru_in[2] = 0;
				end
				else if (ow_line == 2'b11) begin
					tag3_write = 1;
					dirty3_write = 1;
					valid3_write = 1;
					data3_write = 1;
					lru_in[0] = 1;
					lru_in[2] = 1;
				end
				lru_write = 1;
				resp = 1;
			end
		end
		write_back: begin
			pmem_addr_sig = 1;
			mem_action_stb = 1;
			mem_action_cyc = 1;
			mem_write = 1;
			valid_in = 0;
			dirty_in = 0;
			lru_in = lru_out;
			if (mem_resp) begin
				if (line == 2'b00) begin
					valid0_write = 1;
					dirty0_write = 1;
					lru_in[0] = 0;
					lru_in[1] = 0;
				end
				else if (line == 2'b01) begin
					valid1_write = 1;
					dirty1_write = 1;
					lru_in[0] = 0;
					lru_in[1] = 1;
				end
				else if (line == 2'b10) begin
					valid2_write = 1;
					dirty2_write = 1;
					lru_in[0] = 1;
					lru_in[2] = 0;
				end
				else begin
					valid3_write = 1;
					dirty3_write = 1;
					lru_in[0] = 1;
					lru_in[2] = 1;
				end
				lru_write = 1;
			end
		end
		read_mem: begin
			pmem_addr_sig = 0;
			mem_action_stb = 1;
			mem_action_cyc = 1;
			mem_write = 0;
			if (mem_resp) begin
				out_data_sel = 1;
				cpu_retry = 0;
				resp = 1;
			end
		end
		default: ;
	 endcase
end
always_comb
begin : next_state_logic
		next_state = state;
		case(state)
			idle: begin
				if (hit || (cpu_action_cyc && cpu_write && (!valid || !dirty) ))
					next_state = idle;
				else if (!hit && cpu_action_cyc && !cpu_write)
					next_state = read_mem;
				else if ((valid0_out && dirty0_out) || (valid1_out && dirty1_out) || (valid2_out && dirty2_out) || (valid3_out && dirty3_out))
					next_state = write_back;
				else
					next_state = idle;
			end
			read_mem: begin
				if (!mem_resp)
					next_state = read_mem;
				else
					next_state = idle;
			end
			write_back: begin
				if (!mem_resp)
					next_state = write_back;
				else
					next_state = idle;
			end
			default: next_state = idle;
		endcase
end
always_ff @(posedge clk)
begin: next_state_assignment
	 state <= next_state;
end
endmodule: eviction_wb_control
--- ./run.sh ---
#!/bin/bash
# OpenROAD 26Q1-2900-gdf79404cd8, Yosys 0.63+post, stock flow scripts
make -C /OpenROAD-flow-scripts/flow DESIGN_CONFIG=/design/flow/config.mk WORK_HOME=/design/flow/orfs finish
--- ./config.mk ---
export PLATFORM = sky130hd
export DESIGN_NAME = eviction_wb_control
export DESIGN_NICKNAME = eviction_wb_control
export VERILOG_FILES = /design/flow/design.v
export SDC_FILE = /design/flow/constraint.sdc
export NUM_CORES = 4
export LEC_CHECK = 1
export CORE_AREA = 10 10 76 76
export DIE_AREA = 0 0 86 86
--- ./constraint.sdc ---
current_design eviction_wb_control

set clk_period 2.8
set clk_io_pct 0.2

create_clock -name clk0 -period $clk_period [get_ports {clk}]

set non_clock_inputs [all_inputs -no_clocks]
set_input_delay [expr $clk_period * $clk_io_pct] -clock clk0 $non_clock_inputs
set_output_delay [expr $clk_period * $clk_io_pct] -clock clk0 [all_outputs]
==> results.sh <==
# yosys + openroad results
export IMPL_grt_pass1_wl_microns=4730
export IMPL_area_leaders="nand2_1, ha_1, inv_1"
export IMPL_p_per_area_mw_per_mm2=258
export IMPL_switching_share_pct=29.4
export IMPL_cts_buffer_depth=2
export IMPL_vias_per_cell=4.33
export IMPL_required_ns=2.24
export IMPL_fp_dieH_microns=86
export IMPL_ys_types=40
export IMPL_slew_viol_final=0
export IMPL_num_io_pins=53
export IMPL_ys_seq_share_pct=5.64
export IMPL_die_w_microns=86
export IMPL_postRouteAntennaNets=0
export IMPL_cts_made_buffers=3
export IMPL_syn_area_sq_um=709
export IMPL_crit_path_end_kind="output pin"
export IMPL_vias=1010
export IMPL_finalSetupTns_ns=0
export IMPL_wl_per_cell_microns=13.0
export IMPL_rsz0062_at_grt="false"
export IMPL_wl_met3_microns=265
export IMPL_max_slew_worst_pin_slew_ns=0.312
export IMPL_cts_setup_buffers=0
export IMPL_io_buffers=51
export IMPL_core_area_sq_mm=0.00412
export IMPL_firstDrtPassIters=4
export IMPL_cts_tree="yes"
export IMPL_clock_sinks=2
export IMPL_drt_met1_wl_microns=1530
export IMPL_gr_usage_all_layers_pct=7.66
export IMPL_fin_worst_skew_ns=0.00181
export IMPL_crit_type="input port to output pin"
export IMPL_p_comb_share_pct=62.2
export IMPL_cts_hold_buf=0
export IMPL_routed_wl_microns=3040
export IMPL_hold_start="state[1]"
export IMPL_dp_hpwl_microns=2650
export IMPL_grt_pass1_vias=1010
export IMPL_r2r_end="state[0]"
export IMPL_crit_path_start_kind="input port"
export IMPL_warnings=30
export IMPL_reg2reg_depth=5
export IMPL_wl_met2_microns=1240
export IMPL_avgSynthCellArea_sq_um=6.39
export IMPL_largest_reg_flops=2
export IMPL_crit_fanout=2
export IMPL_yosys_area_top_type="nand2_1"
export IMPL_p_clk_share_pct=28.5
export IMPL_fp_util_pct=17.2
export IMPL_die_area_sq_mm=0.00740
export IMPL_whs_ns=0.652
export IMPL_ys_seq_elements=2
export IMPL_hold_depth=2
export IMPL_syn2layout_area_growth_pct=113
export IMPL_largest_register="state"
export IMPL_reg_largest_list="state (2)"
export IMPL_p_int_mw=0.275
export IMPL_insertion_delay_ns=0.21
export IMPL_irDropWorstVdd_uv=234
export IMPL_fin_crit_sh_pct=98.2
export IMPL_r2r_slack_ns=1.45
export IMPL_grt_max_degree=9
export IMPL_globalplace_congestion=0.807
export IMPL_status="finished clean"
export IMPL_slew_headroom_pct=79.2
export IMPL_period_minus_slack_ns=2.75
export IMPL_syn_instance_count=111
export IMPL_cts_htree_levels=1
export IMPL_final_hold_violation_count=0
export IMPL_cts_root_buf="clkbuf_8"
export IMPL_leakage_nw=0.803
export IMPL_layout_drive_gt1_share_pct=23.5
export IMPL_grt_ovfl_total=0
export IMPL_seqPwrFrac_pct=9.3
export IMPL_holdPathEnd="state[1]"
export IMPL_r2r_start="state[0]"
export IMPL_antenna_cells=0
export IMPL_top_cell_area_share_pct=13.8
export IMPL_dpl_cell_area_sq_mm=0.00143
export IMPL_ys_area_sq_um=709
export IMPL_power_switching_mw=0.115
export IMPL_yosysWarnings=1
export IMPL_synth_stat_cells=111
export IMPL_dr_max_layer_used="met3"
export IMPL_path_clk_slew_ns=0.03
export IMPL_drt_iter0_drc=54
export IMPL_placementRows=23
export IMPL_crit_arrival_ns=2.19
export IMPL_finalSetupViolCount=0
export IMPL_antenna_found_initial=0
export IMPL_hold_path_class="flip-flop to flip-flop"
export IMPL_finalInstanceArea_sq_mm=0.00151
export IMPL_max_freq_ghz=0.364
export IMPL_drv_cap=0
export IMPL_drc=0
==> through the flow <==
step           power [mW]  util, %  setup slack (ns)  cells
2_1_floorplan       0.121        -             0.902    111
3_3_place_gp        0.278     34.6           -0.0939    230
3_5_place_dp        0.280     34.6           -0.0988    230
4_1_cts             0.396     36.0         -0.000260    233
5_1_grt             0.426     36.7           0.00548    233
6_report            0.390     36.7            0.0513    233
==> how the worst max path moves through the flow <==
stage | start | endpoint | slack, ns | cells after the start
CTS | hit | dirty0_write | -0.0003 | 6
finish | cline_and[1] | cpu_retry | 0.05 | 4
global route | dirty3_out | data3_write | 0.005 | 6
==> cell type report <==
type                       instances  area, sq um
fill                             446         2600
timing repair buffer              74          691
multi-input combinational         92          632
tap                               50         62.6
inverter                          12         45.0
clock buffer                       3         41.3
sequential                         2         40.0
==> worst max-delay path: stages <==
cell and delay (ns):
clkdlybuf4s50_1 0.55, mux4_2 0.51, nor3b_1 0.16, clkdlybuf4s50_1 0.41
==> power groups by stage <==
stage	Clock [mW]	Combinational [mW]	Sequential, mW
CTS	0.115	0.244	0.0365
global route	0.121	0.268	0.0369
finish	0.111	0.242	0.0364
==> per-layer routing <==
layer  global-route usage (%)  vias up
li1                         -      541
met1                     10.8      432
met2                     11.4       37
met3                     2.67        0
met4                    0.449        0
met5                        0        -
==> logic make-up after synthesis <==
logic type	count (synthesis)	synth area share, %
buffers and inverters	17	10.6
and+or+nand+nor	61	45.5
AOI/OAI and AO/OA	22	22.0
DFF	2	5.64
muxes	5	9.17
adders and majority gates	4	7.05
==> synth_stat cells, drive strengths merged <==
| cell type | instances |
|---|---|
| a21boi | 1 |
| a21o | 2 |
| a21oi | 2 |
| a221oi | 1 |
| a22o | 1 |
| a22oi | 1 |
| a311oi | 1 |
| a31oi | 2 |
| a32oi | 1 |
| and2 | 2 |
| and3 | 2 |
| and4 | 2 |
| buf | 3 |
| clkbuf | 2 |
| dfxtp | 2 |
| ha | 4 |
| inv | 12 |
| mux2 | 2 |
| mux2i | 2 |
| mux4 | 1 |
| nand2 | 26 |
| nand2b | 3 |
| nand3 | 8 |
| nand3b | 1 |
| nand4 | 3 |
| nand4b | 2 |
| nor2 | 7 |
| nor2b | 1 |
| nor3b | 2 |
| o21ai | 7 |
| o221ai | 2 |
| o32ai | 1 |
| or3 | 2 |
==> timing repair <==
| item | 4_1_cts | 5_1_grt |
|---|---|---|
| resized | 17 | 9 |
| setup endpoints to repair | 15 | 18 |
| pin swaps | 5 | 4 |
==> cell usage in the layout (no fill, tap or decap), drive strengths merged, types with 4 or more instances in the layout <==
master and instances:
o21ai 7, clkdlybuf4s50 36, dlygate4sd2 9, nand3 8, ha 4, buf 23
nand2 26, dlymetal6s2s 6, inv 12, nor2 7
No activity file was given, so power comes from the tool's default toggle rates.
