$ cat ./config.mk
export PLATFORM = sky130hd
export DESIGN_NAME = global_bht_history_register
export DESIGN_NICKNAME = global_bht_history_register
export VERILOG_FILES = /design/flow/design.v
export SDC_FILE = /design/flow/constraint.sdc
export NUM_CORES = 4
export LEC_CHECK = 1
export CORE_UTILIZATION = 40
$ cat ./constraint.sdc
current_design global_bht_history_register

set clk_period 1.0
set clk_io_pct 0.2

create_clock -name clk0 -period $clk_period [get_ports {clk}]

set non_clock_inputs [all_inputs -no_clocks]
set_input_delay [expr $clk_period * $clk_io_pct] -clock clk0 $non_clock_inputs
set_output_delay [expr $clk_period * $clk_io_pct] -clock clk0 [all_outputs]
$ cat ./design.v
package lc3b_types;
typedef logic [127:0] lc3b_data;
typedef logic [11:0] lc3b_evict_tag;
typedef logic [11:0] lc3b_btb_tag;
typedef logic [8:0] lc3b_tag;
typedef logic [7:0] lc3b_l2_tag;
typedef logic [15:0] lc3b_word;
typedef logic [7:0] lc3b_byte;
typedef logic [3:0] lc3b_global_bht_pattern_index;
typedef logic [5:0] lc3b_local_bht_pattern_index;
typedef logic [3:0] lc3b_l2_index;
typedef logic [2:0] lc3b_index;
typedef logic [2:0] lc3b_offset;
typedef logic [10:0] lc3b_offset11;
typedef logic [8:0] lc3b_offset9;
typedef logic [7:0] lc3b_offset8;
typedef logic [5:0] lc3b_offset6;
typedef logic [4:0] lc3b_offset5;
typedef logic [3:0] lc3b_offset4;
typedef logic [2:0] lc3b_reg;
typedef logic [2:0] lc3b_nzp;
typedef logic [1:0] lc3b_mem_wmask;
typedef enum bit [3:0] {
    op_add  = 4'b0001,
    op_and  = 4'b0101,
    op_br   = 4'b0000,
    op_jmp  = 4'b1100,    
    op_jsr  = 4'b0100,    
    op_ldb  = 4'b0010,
    op_ldi  = 4'b1010,
    op_ldr  = 4'b0110,
    op_lea  = 4'b1110,
    op_not  = 4'b1001,
    op_rti  = 4'b1000,
    op_shf  = 4'b1101,
    op_stb  = 4'b0011,
    op_sti  = 4'b1011,
    op_str  = 4'b0111,
    op_trap = 4'b1111
} lc3b_opcode;
typedef enum bit [3:0] {
    alu_add,
    alu_and,
    alu_not,
    alu_pass,
    alu_sll,
    alu_srl,
    alu_sra
} lc3b_aluop;
typedef struct packed {
	lc3b_opcode opcode;
	logic load_regfile;
	logic [1:0] sr2mux_sel;
	lc3b_reg dest_register;
	logic load_hazard;
	logic sr2mux2_sel;
	logic bradd2mux_sel;
	lc3b_aluop aluop;
	logic alumux_sel;
	logic alu_forward;
	logic [1:0] newpcmux_sel;
    logic [2:0] regfilemux_sel;
    logic load_cc;
} lc3b_control_word;
endpackage : lc3b_types
interface wishbone (input wire CLK);
  logic [127:0] DAT_M, DAT_S;
  logic ACK, CYC, STB, RTY, WE;
  logic [11:0] ADR;
  logic [15:0] SEL;
  modport master (
  input DAT_S, CLK, ACK, RTY,
  output DAT_M, CYC, STB, WE, SEL, ADR
  );
  modport slave (
  input DAT_M, CLK, CYC, STB, WE, SEL, ADR,
  output DAT_S, ACK, RTY
  );
endinterface
import lc3b_types::*;
module global_bht_history_register #(parameter width = 128)
(
    input clk,
    input write,
    input [width-1:0] datain,
	 output logic [width-1:0] dataout
);
logic [width-1:0] data;
initial
begin
    for (int i = 0; i < $size(data); i++)
    begin
        data[i] = 1'b0;
    end
end
always_ff @(negedge clk)
begin
    if (write == 1)
    begin
        data = datain;
    end
end
assign dataout = data;
endmodule : global_bht_history_register
$ cat ./run.sh
#!/bin/bash
# OpenROAD 26Q1-2900-gdf79404cd8, Yosys 0.63+post, stock flow scripts
make -C /OpenROAD-flow-scripts/flow DESIGN_CONFIG=/design/flow/config.mk WORK_HOME=/design/flow/orfs finish
==> run_results.csv <==
group,metric,value,unit
global_route,grt_max_degree,42,
synth,synth_warnings,1,
cells_and_area,drive_gt1_share,30.2,%
cells_and_area,utilization,75.8,%
drt,dr.pass1.iters,4,
cells_and_area,syn_to_final_growth,82.9,%
setup_path,critical_path_class,"reg2out",
power,p_switching,0.00400,W
sta,finalWorstSetupSlack,-754,ps
global_route,use_met2,31.6,%
synth,ys_area,3850,um^2
global_route,use_met1,28.5,%
power,p_clk_share,50.5,%
synth,synth_top_area_share,99.9,%
synth,synth_flops,128,
cells_and_area,stdcell_count,679,
hold_path,min_from,"write",
drt,first_iter_violations,86,
sta,final-setup-viol-count,128,
global_route,antenna_found_initial,0,
power,leakage,3.25,nW
drt,diodes,0,
global_route,use_met3,16.5,%
sta,maxSlewViolCount,0,
status,outcome,"finished, violations left",
floorplan,core-area,9280,um^2
clock_network,clk_pin_slew,40,ps
run,maxCapViolCount,0,
status,violations,"setup timing",
setup_path,worst_setup_path_end_kind,"primary output",
hold_path,holdPathEnd,"data[33]",
drt,vias_per_cell,4.17,
power,seqPwrFrac,43.1,%
clock_network,numCtsBuffers,17,
floorplan,dieHeight,100,um
clock_network,hold_buffers,0,
power,irDropWorstVdd,1240,uV
sta,report.final.hold_viol_count,0,
power,p_per_area,2150,nW/um^2
global_route,grt_pass1_wl,15.1,mm
setup_path,critPathBufInv,1,
setup_path,crit_arrival,1550,ps
hold_path,whs_path_depth,1,
clock_network,cts.path.max_buffers,2,
sta,relSlewSlack,80.8,%
floorplan,fp_util,41.4,%
global_route,grt_pass1_vias,3226,
synth,synthCells,129,
setup_path,cp-start-kind,"register",
cells_and_area,largest_reg_flops,128,
run,tool_warnings,159,
power,p_comb_share,6.5,%
floorplan,die_x,100,um
drt,routedWlPerCell,15.4,um
floorplan,die_area,10000,um^2
power,p_int,0.0111,W
sta,holdWs,513,ps
cells_and_area,num-multi-input-gates,0,
place,pre_cts_slack,-522,ps
sta,worst_pin_slew,288,ps
clock_network,clockRootBuffer,"clkbuf_8",
setup_path,crit_required,800,ps
place,gp_congestion,0.771,
setup_path,cp_top_family,"flip-flops",
sta,rsz0062_at_grt,"yes",
drt,wirelength,10.5,mm
setup_path,worstPathMaxFanout,1,
cells_and_area,n_fill_cell,598,
synth,avgSynthCellArea,29.8,um^2
drt,drc_errors,0,
drt,ant_nets,0,
place,port_buffers,257,
cells_and_area,mi_logic_area,0,um^2
synth,yosysTopAreaCell,"edfxtp_1",
floorplan,ioPinCount,258,
synth,synth_area,3850,um^2
synth,top_cells_by_area,"edfxtp_1 100%, inv_1 0.098%",
global_route,grtUsageTotal,23.0,%
drt,vias,2831,
hold_path,hold_path_class,"in2reg",
clock_network,cts-htree-levels,4,
setup_path,cp_slowest_cell,"edfxtp_1",
place,hpwl,7.12,mm
setup_path,cp_slowest_stage_delay,410,ps
synth,ys_seq_share,99.9,%
power,swShare,26.4,%
clock_network,cts_tree,"done",
synth,ys_cells,129,
place,dp_cells,520,
global_route,busiest_layer,"met2",
setup_path,worstPathCellList,"buf_2",
synth,yosysUniqueCellTypes,2,
clock_network,cts_num_sinks,128,
global_route,grt-ovfl-total,0,
floorplan,num_rows,35,
-- stage by stage --
stage	area, um^2	power [W]	setup TNS, ps
after floorplan	3850	0.00725	0
after global placement	6650	0.00870	-160630
after detailed placement	6650	0.00872	-161350
after CTS	7040	0.0155	-87830
after global routing	7040	0.0162	-92310
final	7040	0.0151	-84940
-- cells in the mapped netlist --
cell type,count
inv_1,1
edfxtp_1,128
-- routing by layer --
layer / wire length, um / part of all wire (%) / vias to the layer above
li1: - / - / 1352
met1: 3680 / 35 / 1270
met2: 5150 / 49 / 192
met3: 1420 / 14 / 17
met4: 239 / 2.3 / 0
met5: 0 / 0 / -
-- layout by cell type, fill, tap and decap left out --
master           synthesis  routed
clkinvlp_2               0       3
edfxtp_1               128     128
inv_4                    0       5
buf_12                   0       3
clkdlybuf4s50_1          0     128
clkbuf_16                0      16
clkbuf_8                 0       1
inv_8                    0       1
bufinv_16                0       1
buf_4                    0       3
clkinv_4                 0       2
buf_2                    0     128
inv_6                    0       3
inv_1                    1     128
-- logic make-up (layout without fill, tap and decap cells) --
| group | count (synthesis) | after routing | synth area share [%] |
|---|---|---|---|
| buffers and inverters | 1 | 422 | 0.0975 |
| flip-flops | 128 | 128 | 99.9 |
-- cell type report --
cell class	count	area [um^2]	area share [%]
clock inverter	143	612	8.70
tap	129	161	2.29
sequential	128	3840	54.6
timing repair buffer	262	2000	28.5
clock buffer	17	414	5.89
-- power by group through the flow --
stage	combinational, W	clock (W)	sequential, W
4_1_cts	0.000993	0.00795	0.00652
5_1_grt	0.00105	0.00863	0.00655
6_report	0.000977	0.00764	0.00652
-- timing repair --
item	in CTS	in global routing
endpoints found under the setup margin	128	128
buffers inserted	0	0
pin swaps	0	0
resized	403	0
-- worst max path at each step --
| stage | from | depth (start not counted) | endpoint | slack (ps) |
|---|---|---|---|---|
| finish | data[115] | 1 | dataout[115] | -750 |
| global route | data[115] | 1 | dataout[115] | -820 |
| CTS | data[115] | 1 | dataout[115] | -780 |
Power is estimated from default activity; no workload was simulated.
