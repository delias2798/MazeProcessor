<file path="design/flow/constraint.sdc">
current_design eviction_wb_array

set clk_period 1.0
set clk_io_pct 0.2

create_clock -name clk0 -period $clk_period [get_ports {clk}]

set non_clock_inputs [all_inputs -no_clocks]
set_input_delay [expr $clk_period * $clk_io_pct] -clock clk0 $non_clock_inputs
set_output_delay [expr $clk_period * $clk_io_pct] -clock clk0 [all_outputs]
</file>
<file path="design/flow/run.sh">
#!/bin/bash
# OpenROAD 26Q1-2900-gdf79404cd8, Yosys 0.63+post, stock flow scripts
make -C /OpenROAD-flow-scripts/flow DESIGN_CONFIG=/design/flow/config.mk WORK_HOME=/design/flow/orfs finish
</file>
<file path="design/flow/design.v">
package lc3b_types;
typedef logic [127:0] lc3b_data;
typedef logic [11:0] lc3b_evict_tag;
typedef logic [11:0] lc3b_btb_tag;
typedef logic [8:0] lc3b_tag;
typedef logic [7:0] lc3b_l2_tag;
typedef logic [15:0] lc3b_word;
typedef logic [7:0] lc3b_byte;
typedef logic [3:0] lc3b_global_bht_pattern_index;
typedef logic [5:0] lc3b_local_bht_pattern_index;
typedef logic [3:0] lc3b_l2_index;
typedef logic [2:0] lc3b_index;
typedef logic [2:0] lc3b_offset;
typedef logic [10:0] lc3b_offset11;
typedef logic [8:0] lc3b_offset9;
typedef logic [7:0] lc3b_offset8;
typedef logic [5:0] lc3b_offset6;
typedef logic [4:0] lc3b_offset5;
typedef logic [3:0] lc3b_offset4;
typedef logic [2:0] lc3b_reg;
typedef logic [2:0] lc3b_nzp;
typedef logic [1:0] lc3b_mem_wmask;
typedef enum bit [3:0] {
    op_add  = 4'b0001,
    op_and  = 4'b0101,
    op_br   = 4'b0000,
    op_jmp  = 4'b1100,    
    op_jsr  = 4'b0100,    
    op_ldb  = 4'b0010,
    op_ldi  = 4'b1010,
    op_ldr  = 4'b0110,
    op_lea  = 4'b1110,
    op_not  = 4'b1001,
    op_rti  = 4'b1000,
    op_shf  = 4'b1101,
    op_stb  = 4'b0011,
    op_sti  = 4'b1011,
    op_str  = 4'b0111,
    op_trap = 4'b1111
} lc3b_opcode;
typedef enum bit [3:0] {
    alu_add,
    alu_and,
    alu_not,
    alu_pass,
    alu_sll,
    alu_srl,
    alu_sra
} lc3b_aluop;
typedef struct packed {
	lc3b_opcode opcode;
	logic load_regfile;
	logic [1:0] sr2mux_sel;
	lc3b_reg dest_register;
	logic load_hazard;
	logic sr2mux2_sel;
	logic bradd2mux_sel;
	lc3b_aluop aluop;
	logic alumux_sel;
	logic alu_forward;
	logic [1:0] newpcmux_sel;
    logic [2:0] regfilemux_sel;
    logic load_cc;
} lc3b_control_word;
endpackage : lc3b_types
interface wishbone (input wire CLK);
  logic [127:0] DAT_M, DAT_S;
  logic ACK, CYC, STB, RTY, WE;
  logic [11:0] ADR;
  logic [15:0] SEL;
  modport master (
  input DAT_S, CLK, ACK, RTY,
  output DAT_M, CYC, STB, WE, SEL, ADR
  );
  modport slave (
  input DAT_M, CLK, CYC, STB, WE, SEL, ADR,
  output DAT_S, ACK, RTY
  );
endinterface
import lc3b_types::*;
module eviction_wb_array #(parameter width = 128)
(
    input clk,
    input write,
    input [width-1:0] datain,
    output logic [width-1:0] dataout
);
logic [width-1:0] data;
initial
begin
    for (int i = 0; i < $size(data); i++)
    begin
        data = 1'b0;
    end
end
always_ff @(posedge clk)
begin
    if (write == 1)
    begin
        data = datain;
    end
end
assign dataout = data;
endmodule : eviction_wb_array
</file>
<file path="design/flow/config.mk">
export PLATFORM = sky130hd
export DESIGN_NAME = eviction_wb_array
export DESIGN_NICKNAME = eviction_wb_array
export VERILOG_FILES = /design/flow/design.v
export SDC_FILE = /design/flow/constraint.sdc
export NUM_CORES = 4
export LEC_CHECK = 1
export CORE_UTILIZATION = 40
</file>
==> results_slide.txt <==
Implementation Results

Drt
  • Number of violations reported at the end of detailed-routing iteration 0: 67
  • Total via count after detailed routing: 2464
  • DR DRC count: 0
  • WL final: 10410 um
  • Via-to-Cell Ratio: 4.472
  • Remaining number of nets flagged by the antenna check after routing: 0
  • First drt pass iteration count: 6
  • Antenna cell count: 0
  • Wire length per cell: 18.90 um

Pwr
  • Leakage Power: 2.597 nW
  • Maximum vdd drop: 1.128 mV
  • Power consumption: 13.66 mW
  • Total power per unit cell area: 2059 nW/um^2

STA
  • Relative slew slack: 81.85%
  • Post-route clock period utilization: 126.1%
  • Unrepaired setup endpoints after global routing: true
  • Slew Limit Fails: 0
  • Final Hold Vio Count: 0
  • Highest clock frequency the design can meet: 793.3 MHz
  • Post-route worst setup slack: -0.2605 ns
  • Aggregate negative setup slack: -22.20 ns
  • Worst-Margin Slew: 0.2723 ns
  • Final-report setup violation count: 128
  • Period minus WS final: 1.261 ns

Clocking
  • Library cell used as clock root buffer: clkbuf_8
  • Max H-tree Level: 4
  • Clock buffer count from CTS: 17
  • Clk pin slew, worst setup/hold paths: 0.06 ns
  • Hold_buf cts: 0
  • CTS tree: built
  • Maximum clock path buffer count: 2
  • Number of sinks on the clock net: 128

Layout
  • Proportion of layout cells with a drive suffix above 1: 39.10%
  • Util after Layout: 71.47%
  • Area of the multi-input gates: 0 um^2
  • Non-Filler Instances: 551
  • Dominant logic cell types in the final layout: edfxtp_1, clkdlybuf4s50_1, buf_2, clkbuf_16
  • Max FFs per register: 128
  • Growth of design area from synthesis to finish: 72.62%
  • Multi-Input Combinational: 0

Die
  • # IOs: 258
  • Total number of placement rows: 35
  • Vertical extent of the die: 100.0 um
  • Initial core utilization: 41.40%
  • X dimension of the die: 100.0 um
  • Area of the placeable core: 9284 um^2
  • Die area: 10010 um^2

Critical path
  • Critical Path Source: data[84]
  • Buf+Inv Stages, Crit Path: 1
  • Critical Path Sink Type: output port
  • Arrival time of data at the critical path endpoint: 1.06 ns
  • Chain of cells forming the critical path: buf_2
  • Capturing instance or port of the critical path: dataout[84]
  • Worst endpoint required time: 0.80 ns
  • Biggest cell delay along the critical path: 0.41 ns
  • Kind of cell adding the most delay to the critical path: flip-flops
  • Slowest cell on the critical path: edfxtp_1
  • Worst setup path class: flop to output port
  • Cell count along the critical path: 1
  • Critical path startpoint category: flop
  • Crit-path max FO: 1

Run status
  • Violated checks: setup timing
  • Result of the run: finished, violations left

Place
  • Cell count after placement: 520
  • Worst slack, placed: -0.04000 ns
  • Gpl congestion: 0.7977
  • Buffers on Ports: 257
  • Half-perimeter wire length of the detailed placement result: 7505 um

Global routing
  • First-pass GRT wire length: 14930 um
  • Pin count of the biggest net entering global routing: 34
  • Total global-route track usage: 23.02%
  • Number of global-route vias before repair: 2589
  • Number of antenna violations at the first check in global routing: 0
  • Overflow after GRT: 0

Logic synthesis
  • Part of the Yosys area used for sequential elements: 100.0%
  • YS chip area: 3844 um^2
  • Synth area leader: edfxtp_1
  • Flops out of synthesis: 128
  • Mapped cell area: 3844 um^2
  • Ys Warns: 1
  • Avg Synthesized Cell Area: 30.03 um^2
  • Top cells, area: edfxtp_1
  • Number of standard cells reported by yosys: 128
  • Top cell type's share of synthesized area: 100.0%
  • Tally of unique sky130hd cells used after synthesis: 1
  • Synth Instances: 128

Worst hold path
  • Worst Hold Class: primary input to flop

Job
  • Count of warning messages emitted by the tools: 28
  • Count of maximum capacitance violations: 0
==> repair_timing <==
item	4_1_cts	5_1_grt
gates cloned	0	0
setup buffers	0	0
resized	410	0
endpoints found under the setup margin	128	128
==> per-stage QoR <==
stage / area (um^2) / hold WS (ns)
global route: 6635 / 0.03274
floorplan: 3844 / 0.2989
CTS: 6635 / 0.02780
detailed placement: 6670 / 0.5548
finish: 6635 / 0.04490
global placement: 6670 / 0.5496
==> layout make-up <==
cell class            count  area, um^2
tap                     129       161.4
sequential              128        3844
timing repair buffer    263        2024
fill                    646        2649
clock inverter           13       187.7
clock buffer             18       417.9
==> per-layer routing <==
layer  vias up  track usage, %  share of wire (%)
met5         -               0                  0
met4         0           4.236                1.6
met3        10           12.89                 16
met2       169           34.54                 49
met1      1191           33.41                 33
li1       1094               -                  -
==> power by group <==
part           leakage (nW)  total [mW]  switching (mW)  internal, mW
Sequential             1.25        6.47          0.0963          6.38
Clock                 0.288        6.19            2.15          4.04
Combinational          1.06       0.995           0.277         0.718
==> worst min-delay path by stage <==
stage	startpoint	endpoint	slack, ns	cells past startpoint
4_1_cts	write	data[20]	0.03	1
5_1_grt	write	data[20]	0.03	1
6_report	write	data[20]	0.04	1
==> cells in the mapped netlist <==
master,instances
edfxtp_1,128
==> cell families after synthesis <==
logic type  after synthesis  synth area share, %
flops                   128                100.0
No activity file was given, so power comes from the tool's default toggle rates.
